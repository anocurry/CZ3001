==> flow/design.v <==
`timescale 1ns / 10ps
module alu(
   a,    
   b,    
   op,    
   out,    
	zero
   );
   input [32-1:0] a, b;
   input [2:0] op;
   output reg [32-1:0] out;
	output reg zero;
always @(a or b or op )
begin
	zero=0;
   case(op)
       4'b0000: out = a+b;
       4'b0001: out = a - b;
       4'b0010: out = a & b;
       4'b0011:  out = a^b;
       4'b0100: out = a<=b;
       4'b0101: out = a*b;
       4'b0110: out = a+b;
		 4'b0111: out = a+b;
		 4'b1000: out = a+b;
		 4'b1001: begin 
				out=0; 
				if(a==b) zero=1; 
				end
		 default: out = 0;  
   endcase
end
endmodule
==> flow/run.sh <==
#!/bin/bash
# OpenROAD 26Q1-2900-gdf79404cd8, Yosys 0.63+post, stock flow scripts
make -C /OpenROAD-flow-scripts/flow DESIGN_CONFIG=/design/flow/config.mk WORK_HOME=/design/flow/orfs finish
==> flow/config.mk <==
export PLATFORM = sky130hd
export DESIGN_NAME = alu
export DESIGN_NICKNAME = alu
export VERILOG_FILES = /design/flow/design.v
export SDC_FILE = /design/flow/constraint.sdc
export NUM_CORES = 4
export LEC_CHECK = 1
export CORE_UTILIZATION = 50
==> flow/constraint.sdc <==
current_design alu

set clk_period 24.6
set clk_io_pct 0.2

create_clock -name clk0 -period $clk_period

set non_clock_inputs [all_inputs -no_clocks]
set_input_delay [expr $clk_period * $clk_io_pct] -clock clk0 $non_clock_inputs
set_output_delay [expr $clk_period * $clk_io_pct] -clock clk0 [all_outputs]
==> results.sh <==
# implementation run metrics
export IMPL_chipArea_um2=41100
export IMPL_fin_setup_tns_ns=0
export IMPL_die_h_um=203
export IMPL_synth_cells=2448
export IMPL_cts_resized=0
export IMPL_hold_viol=0
export IMPL_lay_top_cells="451 x inv_1, 410 x fa_1, 280 x nand2_1"
export IMPL_overflow=0
export IMPL_synth_area_um2=20100
export IMPL_ant_nets=0
export IMPL_finalMaxSlewViolations=0
export IMPL_wl_per_cell_um=23.4
export IMPL_crit_path_cell_trace="clkdlybuf4s50_1, and2_1, fa_1, fa_1, fa_1, inv_1, fa_1, inv_1, fa_1, fa_1, fa_1, fa_1, ha_1, a21oi_1, o21bai_1, a21o_1, nor3_1, o21ai_1, and3_1, a311o_1, o31ai_4, xnor2_1, a211o_1, clkdlybuf4s50_1"
export IMPL_placed_cells=2996
export IMPL_fp_dieW_um=203
export IMPL_crit_arrival_ns=13.32
export IMPL_min_to="out[1]"
export IMPL_portBuffers=99
export IMPL_fillers=3705
export IMPL_rows=73
export IMPL_area_delta_synth_final_pct=7.61
export IMPL_antenna_found_initial=0
export IMPL_ys_cells=2448
export IMPL_tightest_slew_ns=1.09
export IMPL_seq_area_um2=0
export IMPL_dp_hpwl_um=53900
export IMPL_ctsHoldBuffers=0
export IMPL_period_used_pct=74.1
export IMPL_cp_max_fo=17
export IMPL_crit_type="input pin to output port"
export IMPL_via_count=17025
export IMPL_worst_slack_ns=6.36
export IMPL_yosys_area_top_type="fa_1"
export IMPL_grt_total_usage_pct=37.5
export IMPL_grt_pass1_vias=17835
export IMPL_rsz0062_at_grt="no"
export IMPL_top_area_share_pct=40.7
export IMPL_cp_end_kind="output port"
export IMPL_max_freq_mhz=54.8
export IMPL_crit_required_ns=19.68
export IMPL_drt_first_pass_iters=7
export IMPL_cp_slowest_stage_delay_ns=1.19
export IMPL_grt_start_max_net_pins=50
export IMPL_setup_viol=0
export IMPL_initialDrtViolationCount=1023
export IMPL_crit_family="adder cells"
export IMPL_yosys_warnings=1
export IMPL_yosysChipArea_um2=20100
export IMPL_wl_um=70000
export IMPL_post_route_min_period_ns=18.24
export IMPL_synth_area_top_cells="fa_1 41%, ha_1 12%, inv_1 8.4%"
export IMPL_ys_seq_share_pct=0
export IMPL_pre_cts_ws_ns=6.37
export IMPL_cp_start_kind="input pin"
export IMPL_hold_class="input pin to output port"
export IMPL_holdCritStartpoint="op[1]"
export IMPL_slowest_stage="clkdlybuf4s50_1"
export IMPL_warnings=64
export IMPL_ios=100
export IMPL_fin_util_pct=54.6
export IMPL_final_layout_size_suffix_gt1_share_pct=3.20
export IMPL_nClkBuffers=0
export IMPL_stdcell_count=2996
export IMPL_worstPathBufferInverterCount=4
export IMPL_status="complete, no violations"
export IMPL_seq_cells=0
export IMPL_crit_top_cell="fa_1"
export IMPL_synth_cell_types=83
export IMPL_globalplace_congestion=1.03
export IMPL_slew_headroom_pct=27.4
export IMPL_drv_cap=0
export IMPL_core_um2=39700
export IMPL_avgSynthCellArea_um2=8.23
export IMPL_viasPerCell=5.68
export IMPL_lay_top_count="inv_1"
export IMPL_post_cts_setup_buffer_count=0
export IMPL_fp_util_pct=50.7
export IMPL_n_antenna_cell=0
export IMPL_min_path_cells=5
export IMPL_grt_pass1_wl_um=108000
export IMPL_drc=0
-- Yosys cell counts, drive strengths merged, types with 22 or more instances --
cell and number:
fa 410, ha 187, clkbuf 113, a21oi 89, a21o 22, nor2 146
nor3 28, xor2 23, nand2 280, inv 454, o21ai 67, and2 260
xnor2 68
-- worst max path at each step --
stage / startpoint / endpoint / depth (start not counted)
CTS: a[17] / out[31] / 24
global route: a[17] / out[31] / 24
finish: a[17] / out[31] / 24
-- final cells by class --
cell class | instances | area (um^2) | share of cell area [%]
Tap cell | 525 | 657 | 3.03
Timing Repair Buffer | 148 | 1350 | 6.25
Inverter | 456 | 1710 | 7.90
Multi-Input combinational cell | 1867 | 18000 | 82.8
-- logic make-up after synthesis --
group	count (synthesis)	share of synthesized area, %
and+or+nand+nor	806	19.7
other	1	0.0186
AOI/OAI and AO/OA	361	12.5
muxes	11	0.553
adders and majority gates	597	52.4
xor gates and xnor gates	91	3.96
buffers and inverters	581	10.9
-- through the flow --
stage	hold WS (ns)	cell area (um^2)
2_1_floorplan	9.99	20100
3_3_place_gp	10.90	21700
3_5_place_dp	10.90	21700
4_1_cts	10.90	21700
5_1_grt	10.95	21700
6_report	10.89	21700
-- per-layer routing --
metal | vias up | global-route usage [%] | share of wire [%]
met4 | 0 | 12.1 | 4.1
li1 | 7705 | - | -
met1 | 8425 | 51.2 | 38
met2 | 766 | 59.4 | 48
met5 | - | 0.357 | 0
met3 | 129 | 11.2 | 9.3
