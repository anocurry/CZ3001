==> design.v <==
`timescale 1ns / 10ps
module ID_EXE_stage (
	input  clk,  rst, 
	input [32-1:0] rdata1_in,
	input [32-1:0] rdata2_in,
	input [32-1:0] imm_in,
	input [2:0] aluop_in,  
	input alusrc_in,
	input [5-1:0]waddr_in,
	input [32-1:0] PCIN_in,
	input wen_in,
	input branch_in,
	input memwrite_in,
	input memread_in,
	input memtoreg_in,
	output reg [32-1:0] rdata1_out,
	output reg [32-1:0] rdata2_out,
	output reg [32-1:0] imm_out,
	output reg [2:0] aluop_out,
	output reg alusrc_out,
	output reg[5-1:0]waddr_out,
	output reg [32-1:0] PCIN_out,
	output reg wen_out,
	output reg branch_out,
	output reg memwrite_out,
	output reg memread_out,
	output reg memtoreg_out
);
always @ (posedge clk) begin
	if(rst)
	begin
		waddr_out <= 0;
		rdata1_out <= 0;
		rdata2_out <= 0;
		imm_out<=0;
		aluop_out<=0;
		alusrc_out<=0;
		PCIN_out<=0;
		wen_out<=0;
		branch_out<=0;
		memwrite_out<=0;
		memread_out<=0;
		memtoreg_out<=0;
	end
   else
	begin
		waddr_out <= waddr_in;
		rdata1_out <= rdata1_in;
		rdata2_out <= rdata2_in;
		imm_out<=imm_in;
		aluop_out<=aluop_in;
		alusrc_out<=alusrc_in;
		PCIN_out<=PCIN_in;
		wen_out<=wen_in;
		branch_out<=branch_in;
		memwrite_out<=memwrite_in;
		memread_out<=memread_in;
		memtoreg_out<=memtoreg_in;
	end
end
endmodule
==> run.sh <==
#!/bin/bash
# OpenROAD 26Q1-2900-gdf79404cd8, Yosys 0.63+post, stock flow scripts
make -C /OpenROAD-flow-scripts/flow DESIGN_CONFIG=/design/flow/config.mk WORK_HOME=/design/flow/orfs finish
==> config.mk <==
export PLATFORM = sky130hd
export DESIGN_NAME = ID_EXE_stage
export DESIGN_NICKNAME = ID_EXE_stage
export VERILOG_FILES = /design/flow/design.v
export SDC_FILE = /design/flow/constraint.sdc
export NUM_CORES = 4
export LEC_CHECK = 1
export CORE_UTILIZATION = 30
==> constraint.sdc <==
current_design ID_EXE_stage

set clk_period 1.0
set clk_io_pct 0.2

create_clock -name clk0 -period $clk_period [get_ports {clk}]

set non_clock_inputs [all_inputs -no_clocks]
set_input_delay [expr $clk_period * $clk_io_pct] -clock clk0 $non_clock_inputs
set_output_delay [expr $clk_period * $clk_io_pct] -clock clk0 [all_outputs]
==> impl_metrics.ini <==
; yosys + openroad results
[status]
outcome = finished, violations left
violations = negative setup slack

[place]
gp_congestion = 0.805
portBuffers = 285
dp.cells = 743
hpwl_mm = 7.96

[global_routing]
grt_max_degree = 49
grt_pass1_wl_mm = 15.0
overflow = 0
antenna_found_initial = 0
grt_pass1_vias = 2890
grtUsageTotal_pct = 15.6

[layout]
area_growth_pct = 76.0
final_cells = 774
drive_gt1_share_pct = 30.9

[setup_path]
cp.arrival_ns = 0.85
critPathBufInv = 1
critPathTopFamily = flip-flops
max_stage_delay_ns = 0.35
path_class = register to primary output
cpMaxStageDelayCell = dfxtp_2
cp-start-kind = register
required_ns = 0.80
critPathCaptureType = primary output
cp_cell_sequence = buf_2
critPathMaxFanout = 1

[clock_network]
clock_path_buffers = 2
htreeDepth = 4
clkTransAtPathRegs_ns = 0.05
clock-sinks = 142
cts_tree = built
post_cts_buffers = 0
numCtsBuffers = 17
cts-root-buf = clkbuf_16

[final_timing]
rsz0062_at_grt = yes
min_period_ns = 1.05
final_max_slew_viol_count = 0
hold_violations = 0
worst_pin_slew_ns = 0.218
max-slew-margin-rel_pct = 85.4
fmax_mhz = 948
setup_viol = 87
fin_ws_ns = -0.0549
fin_crit_sh_pct = 105
hold_ws_ns = 0.0909

[route]
drtIter0Drc = 104
routedWlPerCell_um = 13.5
antennaDiodeCount = 0
final_antenna_net_count = 0
drcViolationCount = 0
wirelength_mm = 10.5
dr.pass1.iters = 4
vias = 2973
vias_per_cell = 3.84

[power]
p_leak_uw = 0.00305
ir_drop_v = 0.00112
power_density_nw_per_um2 = 1930

[job]
warnings = 27
maxCapViolations = 0

[logic_synthesis]
synth.avg_cell_area_um2 = 12.8
ys_cells = 299
syn_inst = 299
synth_chip_area_um2 = 3830
synth_cell_type_count = 4
ys_seq_share_pct = 74.3
ys_warn_count = 1
netlist_area_um2 = 3830
ys_ff = 142

[die]
die_x_um = 115
fp_util_pct = 31.3
die-area_um2 = 13200
ios = 286
core.rowCount = 40
fp.dieH_um = 115
fp.coreArea_um2 = 12200

[min_path]
worstHoldPathType = input port to register
==> final cells by class <==
type                    instances  area, um2
clock buffers                  25        505
well taps                     168        210
repair buffers                291       2220
flip-flops and latches        142       2860
clock inverters                 6       57.6
fillers                      1116       5480
multi-input cells             142        888
==> worst paths after layout <==
| check | slack (ns) | depth (start not counted) | to | from |
|---|---|---|---|---|
| setup / recovery | -0.05 | 1 | PCIN_out[2] | PCIN_out[2] |
| hold / removal | 0.09 | 2 | PCIN_out[2] | rst |
==> state kept, by name, indices dropped and copies added, names as in the netlist <==
signal	cells
PCIN_out	32
wen_out	1
imm_out	32
memread_out	1
rdata2_out	32
branch_out	1
memwrite_out	1
aluop_out	3
alusrc_out	1
waddr_out	5
rdata1_out	32
memtoreg_out	1
==> layer usage <==
metal	track usage (%)	wire, um	vias to the layer above
met5	0	0	-
met4	4.33	266	0
met3	8.10	1400	17
met2	26.3	5030	174
met1	17.5	3780	1291
li1	-	-	1491
==> Yosys cell counts (all sizes together) <==
library cell,count,area share (%)
nor2b,142,23
buf,15,2.5
dfxtp,142,74
==> metrics by stage <==
step                      util (%)  setup slack, ns  setup TNS [ns]  cell area (um2)  power [uW]
after floorplan                  -            0.323               0             3830        6350
after global placement        56.2          -0.0626         -0.0751             6860        7550
after detailed placement      56.2          -0.0482         -0.0498             6860        7550
after CTS                     55.0          -0.0779           -3.79             6720       13200
after global routing          55.1          -0.0941           -6.65             6730       13600
final                         55.1          -0.0549          -0.664             6730       13000
==> cells in the final DEF, fill, tap and decap left out <==
master / n
dfxtp_1: 132
clkbuf_16: 17
dfxtp_2: 10
bufinv_16: 1
clkinv_2: 4
buf_6: 1
buf_2: 141
clkinvlp_4: 1
buf_12: 2
nor2b_1: 142
clkbuf_8: 5
clkdlybuf4s50_1: 142
clkbuf_1: 3
buf_4: 5
==> logic make-up after synthesis <==
family / count (synthesis) / share of synthesized area (%)
flip-flops: 142 / 74.3
AND/OR/NAND/NOR: 142 / 23.2
buffers and inverters: 15 / 2.49
==> where the power goes <==
| part | switching (uW) | internal, uW | leakage [uW] |
|---|---|---|---|
| sequential | 60.6 | 5970 | 0.00119 |
| combinational | 265 | 831 | 0.00159 |
| clock | 2140 | 3720 | 0.000279 |
==> what timing repair did <==
item                       in CTS  in global routing
setup endpoints to repair     142                142
resized                       447                  6
hold buffers                    0                  0
Power is estimated from default activity; no workload was simulated.
